[./run.sh]
#!/bin/bash
# OpenROAD 26Q1-2900-gdf79404cd8, Yosys 0.63+post, stock flow scripts
make -C /OpenROAD-flow-scripts/flow DESIGN_CONFIG=/design/flow/config.mk WORK_HOME=/design/flow/orfs finish
[./config.mk]
export PLATFORM = sky130hd
export DESIGN_NAME = bus_mux
export DESIGN_NICKNAME = bus_mux
export VERILOG_FILES = /design/flow/design.v
export SDC_FILE = /design/flow/constraint.sdc
export NUM_CORES = 4
export LEC_CHECK = 1
export CORE_AREA = 10 10 124 124
export DIE_AREA = 0 0 134 134
[./constraint.sdc]
current_design bus_mux

set clk_period 1.9
set clk_io_pct 0.2

create_clock -name clk0 -period $clk_period [get_ports {clk_i}]

set non_clock_inputs [all_inputs -no_clocks]
set_input_delay [expr $clk_period * $clk_io_pct] -clock clk0 $non_clock_inputs
set_output_delay [expr $clk_period * $clk_io_pct] -clock clk0 [all_outputs]
[./design.v]
`timescale 1ns / 1ps
module bus_mux #(
  parameter     N = 2
)(
  input         clk_i,
  input         reset_i,
  input [N-1:0] ss_i,
  input  [31:0] m_addr_i,
  input  [31:0] m_wdata_i,
  output [31:0] m_rdata_o,
  input   [1:0] m_size_i,
  input         m_rd_i,
  input         m_wr_i,
  output [32*N-1:0] s_addr_o,
  output [32*N-1:0] s_wdata_o,
  input  [32*N-1:0] s_rdata_i,
  output  [2*N-1:0] s_size_o,
  output    [N-1:0] s_rd_o,
  output    [N-1:0] s_wr_o
);
assign s_addr_o  = {N{m_addr_i}};
assign s_wdata_o = {N{m_wdata_i}};
assign s_size_o  = {N{m_size_i}};
assign s_rd_o    = {N{m_rd_i}} & ss_i;
assign s_wr_o    = {N{m_wr_i}} & ss_i;
genvar i;
wire [31:0] rdata_w [N-1:0];
generate for (i = 0; i < N; i = i + 1) begin: rdata_mux
  wire [31:0] part_w = {32{ss_r[i]}} & s_rdata_i[32*i+:32];
  assign rdata_w[i] = (0 == i) ? part_w : rdata_w[i-1] | part_w;
end
endgenerate
assign m_rdata_o = rdata_w[N - 1];
reg [N-1:0] ss_r;
always @(posedge clk_i) begin
  if (reset_i)
    ss_r <= 'h0;
  else
    ss_r <= ss_i;
end
endmodule
==> results.yml <==
# flow metrics
critical_path:
  path_max_fanout: 1
  path_cells: "clkdlybuf4s50_1 > a22o_1 > clkdlybuf4s50_1"
  startpoint: "s_rdata_i[9]"
  start_kind: "primary input"
  slowest_delay_ns: 0.51
  crit_path_end: "m_rdata_o[9]"
  critPathBufInv: 2
  cp.arrival_ns: 1.51
  cp_num_cells: 3
  critPathKind: "primary input to output pin"
  crit_slowest_cell: "clkdlybuf4s50_1"
  path_delay_family: "buffers and inverters"
  path_common_cell: "clkdlybuf4s50_1"
  crit_path_end_kind: "output pin"
  worstPathRequired_ns: 1.52
synth:
  synth.distinct_cells: 7
  syn_area_sq_um: 1420
  topCellsByArea: "buf_4 (70%), a22o_1 (19%), buf_6 (4.8%)"
  syn_area_per_cell_sq_um: 7.97
  yosys.stat.chipArea_sq_um: 1420
  synth_top_area_share_pct: 69.8
  yosysCellCount: 178
  postSynthSeqShare_pct: 2.82
  yosysTopAreaCell: "buf_4"
  ys.flops: 2
  ys_warn_count: 1
  syn_inst: 178
detailed_routing:
  drc_errors: 0
  drt_iter0_drc: 47
  drt_wl_total_um: 5420
  num_antenna_cells: 0
  vias_per_cell: 3.02
  wl_per_cell_um: 16.8
  drtAntennaViolNets: 0
  firstDrtPassIters: 4
  vias: 974
floorplanning:
  die-area_sq_um: 18000
  fp_util_pct: 11.2
  core_sq_um: 12700
  die_h_um: 134
  ios: 304
  floorplan.rows: 41
  die_w_um: 134
timing:
  setup_slack_ns: 0.0116
  slew_viol_final: 0
  hold_violations: 0
  max_freq_ghz: 0.530
  fin_crit_ns: 1.89
  finalClockPeriodUsage_pct: 99.4
  tightest_slew_ns: 0.162
  rsz0062_at_grt: "false"
  finalSetupTns_ns: 0
  finalSetupViolCount: 0
  max_slew_margin_pct: 89.2
grt:
  grt_max_degree: 33
  antenna_found_initial: 0
  grt_usage_pct: 5.38
  grt_pass1_wl_um: 7420
  grt_pass1_vias: 1122
  grt_overflow: 0
cells_and_area:
  regMostFlops: "ss_r"
  n_fill_cell: 1454
  largest_reg_flops: 2
  final_common_cell: "clkdlybuf4s50_1"
  area_growth_pct: 24.3
  final_layout_size_suffix_gt1_share_pct: 5.33
  lay_top_cells: "clkdlybuf4s50_1 (97), a22o_1 (30), dlymetal6s2s_1 (8), and2_1 (3), clkbuf_16 (3)"
  reg_top3: "ss_r x2"
placed_design:
  hpwl_um: 4590
  gp_congestion: 0.688
  port_buffers: 105
  place_ws_ns: -0.00426
clock_network:
  tritoncts: "done"
  numCtsBuffers: 3
  clock-sinks: 2
  htree_num_levels: 1
  cts_hold_buf: 0
  cts-root-buf: "clkbuf_16"
  cts_buffer_depth: 2
  path_clk_slew_ns: 0.03
power_and_ir_drop:
  ir_drop_mv: 0.380
  cellPowerDensity_nw_per_um2: 388
  finalPower_uw: 684
  p_leak_uw: 0.000698
min_path:
  min_path_type: "primary input to flop"
  whs_path_depth: 2
run:
  max_cap_viol_count: 0
  warning_count: 25
outcome:
  status: "finished clean"
-- logic make-up after synthesis --
family | share of synthesized area (%)
DFF | 2.82
AOI/OAI and AO/OA | 19.9
buffers and inverters | 74.6
and+or+nand+nor | 2.65
-- metrics by stage --
| stage | cell area (sq um) | utilization, % | cells | hold WS (ns) |
|---|---|---|---|---|
| CTS | 1740 | 13.8 | 322 | 0.741 |
| finish | 1760 | 13.9 | 322 | 0.436 |
| floorplan | 1420 | - | 178 | 0.452 |
| global route | 1760 | 13.9 | 322 | 0.465 |
| global placement | 1670 | 13.2 | 319 | 0.760 |
| detailed placement | 1670 | 13.2 | 319 | 0.760 |
-- final cells by class --
class / count / area [sq um] / share of cell area [%]
timing repair buffer: 107 / 1110 / 63.0
sequential: 2 / 40.0 / 2.27
tap: 172 / 215 / 12.2
clock buffer: 3 / 75.1 / 4.26
multi-input combinational: 38 / 323 / 18.3
-- what timing repair did --
item,CTS,global route
gates resized,1,8
setup buffers,0,0
setup endpoints to repair,1,8
pin swaps,0,2
-- power breakdown --
part	switching, uW	leakage [uW]	internal [uW]
clock network	49.5	0.0000370	268
logic	73.6	0.000645	247
registers	1.80	0.0000167	44.7
-- cells in the mapped netlist, drive strengths merged --
master    n
nor2b     2
dfxtp     2
a22o     32
and2      4
buf     138
-- how the worst min path moves through the flow --
| stage | end | start |
|---|---|---|
| CTS | ss_r[0]$_SDFF_PP0_ | reset_i |
| global route | ss_r[0]$_SDFF_PP0_ | ss_i[0] |
| finish | ss_r[0]$_SDFF_PP0_ | ss_i[0] |
-- metal layers --
layer,vias up,routed length [um],GRT usage (%)
met5,-,0,0
met3,57,848,3.49
li1,404,-,-
met1,395,1950,5.90
met2,118,2240,7.38
met4,0,379,3.75
Power and IR drop assume default switching activity.
