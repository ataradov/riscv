## run.sh

```bash
#!/bin/bash
# OpenROAD 26Q1-2900-gdf79404cd8, Yosys 0.63+post, stock flow scripts
make -C /OpenROAD-flow-scripts/flow DESIGN_CONFIG=/design/flow/config.mk WORK_HOME=/design/flow/orfs finish
```

## design.v

```verilog
`timescale 1ns / 1ps
module per_uart (
  input         clk_i,
  input         reset_i,
  input  [31:0] addr_i,
  input  [31:0] wdata_i,
  output [31:0] rdata_o,
  input   [1:0] size_i,
  input         rd_i,
  input         wr_i,
  input         uart_rx_i,
  output        uart_tx_o
);
localparam
  REG_CSR  = 8'h00,
  REG_BR   = 8'h04,
  REG_DATA = 8'h08;
localparam
  BIT_CSR_TX_READY  = 0,
  BIT_CSR_RX_READY  = 1;
wire reg_csr_w  = (REG_CSR  == addr_i[7:0]);
wire reg_br_w   = (REG_BR   == addr_i[7:0]);
wire reg_data_w = (REG_DATA == addr_i[7:0]);
reg [15:0] br_r;
always @(posedge clk_i) begin
  if (reset_i)
    br_r <= 16'h0;
  else if (wr_i && reg_br_w)
    br_r <= wdata_i[15:0];
end
reg [15:0] tx_br_cnt_r;
reg  [3:0] tx_bit_cnt_r;
reg  [9:0] tx_shifter_r;
reg        tx_ready_r;
always @(posedge clk_i) begin
  if (reset_i) begin
    tx_br_cnt_r  <= 16'd0;
    tx_bit_cnt_r <= 4'd0;
    tx_shifter_r <= 10'h1;
    tx_ready_r   <= 1'b1;
  end else if (tx_bit_cnt_r) begin
    if (tx_br_cnt_r == br_r) begin
      tx_shifter_r <= { 1'b1, tx_shifter_r[9:1] };
      tx_bit_cnt_r <= tx_bit_cnt_r - 4'd1;
      tx_br_cnt_r  <= 16'd0;
    end else begin
      tx_br_cnt_r  <= tx_br_cnt_r + 16'd1;
    end
  end else if (!tx_ready_r) begin
    tx_ready_r <= 1'b1;
  end else if (wr_i && reg_data_w) begin
    tx_shifter_r <= { 1'b1, wdata_i[7:0], 1'b0 };
    tx_bit_cnt_r <= 4'd10;
    tx_ready_r   <= 1'b0;
  end
end
assign uart_tx_o = tx_shifter_r[0];
reg [15:0] rx_br_cnt_r;
reg  [3:0] rx_bit_cnt_r;
reg  [8:0] rx_shifter_r;
reg  [7:0] rx_data_r;
reg        rx_done_r;
always @(posedge clk_i) begin
  if (reset_i) begin
    rx_br_cnt_r  <= 16'd1;
    rx_bit_cnt_r <= 4'd0;
    rx_shifter_r <= 10'h0;
    rx_done_r    <= 1'b0;
  end else if (rx_bit_cnt_r) begin
    if (rx_br_cnt_r == br_r) begin
      rx_shifter_r <= { uart_rx_i, rx_shifter_r[8:1] };
      rx_bit_cnt_r <= rx_bit_cnt_r - 4'd1;
      rx_br_cnt_r  <= 16'd0;
    end else begin
      rx_br_cnt_r  <= rx_br_cnt_r + 16'd1;
    end
  end else if (rx_done_r) begin
    rx_done_r <= 1'b0;
  end else if (rx_shifter_r[8]) begin
    rx_data_r    <= rx_shifter_r[7:0];
    rx_done_r    <= 1'b1;
    rx_shifter_r <= 10'h0;
  end else if (!uart_rx_i) begin
    if (rx_br_cnt_r)
      rx_br_cnt_r <= rx_br_cnt_r - 16'd1;
    else
      rx_bit_cnt_r <= 4'd9;
  end else begin
    rx_br_cnt_r <= { 1'b0, br_r[15:1] };
  end
end
reg rx_ready_r;
always @(posedge clk_i) begin
  if (reset_i)
    rx_ready_r <= 1'b0;
  else if (rx_done_r)
    rx_ready_r <= 1'b1;
  else if (rd_i && reg_data_w)
    rx_ready_r <= 1'b0;
end
reg [31:0] reg_data_r;
always @(posedge clk_i) begin
  if (reset_i)
    reg_data_r <= csr_w;
  else if (reg_data_w)
    reg_data_r <= { 24'h0, rx_data_r };
  else
    reg_data_r <= csr_w;
end
wire [31:0] csr_w;
assign csr_w[BIT_CSR_TX_READY] = tx_ready_r;
assign csr_w[BIT_CSR_RX_READY] = rx_ready_r;
assign csr_w[31:2] = 30'h0;
assign rdata_o = reg_data_r;
endmodule
```

## config.mk

```make
export PLATFORM = sky130hd
export DESIGN_NAME = per_uart
export DESIGN_NICKNAME = per_uart
export VERILOG_FILES = /design/flow/design.v
export SDC_FILE = /design/flow/constraint.sdc
export NUM_CORES = 4
export LEC_CHECK = 1
export CORE_UTILIZATION = 50
```

## constraint.sdc

```tcl
current_design per_uart

set clk_period 9.0
set clk_io_pct 0.2

create_clock -name clk0 -period $clk_period [get_ports {clk_i}]

set non_clock_inputs [all_inputs -no_clocks]
set_input_delay [expr $clk_period * $clk_io_pct] -clock clk0 $non_clock_inputs
set_output_delay [expr $clk_period * $clk_io_pct] -clock clk0 [all_outputs]
```

==> GITHUB_STEP_SUMMARY <==
## Synthesis and layout report

| Metric | Value |
|---|---|
| CP max-delay cell | clkdlybuf4s50_1 |
| Min Tclk post-route | 3.50 ns |
| Worst-Margin Slew | 0.857 ns |
| Wl on met1 | 5510 um |
| Layout cells sized above 1 | 7.56% |
| Vias in the first global route | 3774 |
| Final Max Slew Viols | 0 |
| Synth Instances | 609 |
| Count of buffers from port buffering | 37 |
| Worst hold path startpoint | rx_data_r[6]$_DFFE_PP_ |
| Maximum vdd ir drop | 0.197 mV |
| Post-cts resize count | 0 |
| Setup repair bufs after CTS | 0 |
| Die Size | 10800 um^2 |
| Top sig layer | met4 |
| # Max-Cap Violations | 0 |
| Gp weighted congestion | 0.898 |
| Clk slew on worst S/H paths | 0.09 ns |
| Synth-to-Final Area Change | 8.19% |
| Stage-log warning count | 68 |
| First-pass GRT wire length | a little under 20000 um |
| Post-synth area hogs | dfxtp_1 (33%), xnor2_1 (7.4%), nor2_1 (5.1%), edfxtp_1 (4.6%), buf_4 (3.9%) |
| CTS tree | yes |
| Io pins | 104 |
| Grt total ovfl | 0 |
| Clock root cell | clkbuf_8 |
| Met3 wire length | 516 um |
| Setup TNS | 0 ns |
| CTS Hold Bufs | 0 |
| Final setup viols | 0 |
| Later-pin clock latency in the skew report | between 0.3 and 0.4 ns |
| Fp util | 52.4% |
| Slew margin rel. | a little over two fifths |
| Top FF cell, synth | dfxtp_1 |
| FF-to-FF End | rx_bit_cnt_r[3]$_SDFFE_PP0P_ |
| Inserted Diodes | 0 |
| Largest net degree at the start of global routing | 63 |
| DRC viols | 0 |
| DP HPWL | between 8000 and 9000 um |
| Outcome | complete, no violations |
| Final Hold Fails | 0 |
| Reg area | 1960 um^2 |
| List of most frequent post-synthesis cells | dfxtp_1 (86), nor2_1 (70), nand2_1 (51), xnor2_1 (44), nand3_1 (33) |
| Number of fill cells in the layout | around 890 |
| Register area share after synthesis | 37.8% |
| Final worst-path cycle share | 38.9% |
| Crit Path Category | primary input to register |
| Reg2reg start | rx_br_cnt_r[0]$_SDFFE_PP1P_ |
| Die x size | 104 um |
| Fmax | ~290 MHz |
| Worst setup SP type | primary input |
| Comb gate area | 2830 um^2 |
| R2r setup slk | 6.01 ns |
| Number of buffers created by CTS | 9 |
| DRT Wirelength | 11800 um |
| Post-synth EDFFs | 8 |
| FP Rows | 36 |
| Post-synth regs | ~94 |
| Met2 wire len | 5700 um |
| Critical path data arrival time | about 3.7 ns |
| Unique cell types | 65 |
| Worst hold path type | register to register |
| Drt wl/cell | 15.7 um |
| Core Box Area | 9910 um^2 |
| Vias per cell | 5.63 |
| Yosys chip area | 5190 um^2 |
| Critical Path Fanout Max | 27 |
| RSZ-0062 raised after global routing | false |
| Area leader, netlist | dfxtp_1 |
| Die Span Y | 104 um |
| GRT Total Usage | 22.6% |
| Max stage delay on crit path | 0.46 ns |
| CP cell instances | clkdlybuf4s50_1 -> buf_4 -> inv_1 -> and4_1 -> o2bb2ai_4 -> a21o_1 -> a32oi_1 -> o21ai_0 |
| Non-Filler Instances | 755 |
| Routed vias | 4248 |
| Pwr per Cell Area | ~250 nW/um^2 |
| Ys async rst share | 0% |
| Drt pass-1 iters | 5 |
| Synth Area per Inst | 8.53 um^2 |
| Initial antenna violation count | 0 |
| CTS max path bufs | 2 |
| Routed Antenna Nets | 0 |
| Leakage power | 2.02 nW |
| Worst Skew | 0.0115 ns |
| Data required time of the critical path | slightly above 9 ns |
| Clock sink total | 94 |
| Hold depth | 1 |
| Cell count in the Yosys report | 609 |
| Mapped Area | 5190 um^2 |
| First DRT Iteration DRCs | 307 |
| CP Capture Type | register |
| Most frequent cell after synthesis | dfxtp_1 |
| H-tree depth | 3 |
| R2r worst-path depth | 7 |
| Synth warnings | 1 |
| Cells after DPL | 739 |
| Hold Path Sink | reg_data_r[6]$_SDFF_PP0_ |
| Synth top area share | 33.2% |
layout by cell type (no fill, tap or decap), types with 4 or more instances in the layout:
| cell type | synthesis | final |
|---|---|---|
| nor4_2 | 5 | 4 |
| nand4_1 | 17 | 17 |
| edfxtp_1 | 8 | 8 |
| nor2_1 | 70 | 70 |
| xor2_1 | 11 | 11 |
| a221oi_1 | 4 | 4 |
| and2_1 | 8 | 8 |
| or2_2 | 4 | 4 |
| and3_1 | 6 | 6 |
| conb_1 | 1 | 24 |
| o21ai_0 | 15 | 15 |
| nand2_1 | 51 | 51 |
| nor3_1 | 12 | 12 |
| clkbuf_8 | 0 | 9 |
| o22ai_1 | 4 | 4 |
| a21o_1 | 4 | 4 |
| ha_1 | 4 | 4 |
| nor3b_1 | 4 | 4 |
| buf_4 | 27 | 6 |
| clkdlybuf4s50_1 | 0 | 36 |
| mux2i_1 | 16 | 16 |
| nand3_1 | 33 | 33 |
| o31ai_1 | 4 | 4 |
| o32ai_1 | 4 | 4 |
| xnor2_1 | 44 | 44 |
| inv_1 | 20 | 20 |
| a311oi_1 | 10 | 10 |
| o32ai_2 | 5 | 5 |
| o211ai_1 | 5 | 5 |
| dfxtp_1 | 86 | 86 |
| a21oi_1 | 32 | 32 |
state kept, by name, summed over array words and instances, names as in the netlist:
register,cells
rx_done_r,1
br_r,16
rx_shifter_r,9
tx_shifter_r,10
tx_br_cnt_r,16
rx_br_cnt_r,16
rx_ready_r,1
rx_bit_cnt_r,4
tx_ready_r,1
rx_data_r,8
reg_data_r,8
tx_bit_cnt_r,4
area by class of cell:
| cell class | instances | share of cell area, % |
|---|---|---|
| clock inverter | 6 | 0.846 |
| timing repair buffer | 43 | 7.31 |
| inverter | 20 | 1.34 |
| multi-input combinational | 449 | 50.4 |
| clock buffer | 10 | 2.27 |
| sequential | 94 | 34.9 |
| tap | 133 | 2.96 |
how the worst max path moves through the flow:
stage	to	slack, ns	start
after CTS	rx_br_cnt_r[7]$_SDFFE_PP0P_	5.52	uart_rx_i
after global routing	rx_br_cnt_r[7]$_SDFFE_PP0P_	5.39	uart_rx_i
final	rx_br_cnt_r[7]$_SDFFE_PP0P_	5.50	uart_rx_i
kinds of logic after synthesis:
group | count (synthesis) | share of synthesized area (%)
and+or+nand+nor | 236 | 22.9
AOI/OAI and AO/OA | 112 | 15.9
DFF | 94 | 37.8
buffers and inverters | 89 | 9.57
xor gates and xnor gates | 55 | 9.28
muxes | 18 | 3.52
adders and majority gates | 4 | 0.964
other | 1 | 0.0722
metrics by stage:
step	power (mW)	util [%]	setup slack [ns]	hold WS, ns	instance area (um^2)
global placement	1.15	54.9	5.17	0.423	5440
finish	1.41	56.7	5.50	0.446	5620
detailed placement	1.16	54.9	5.14	0.421	5440
global route	1.51	56.7	5.39	0.459	5620
CTS	1.42	56.7	5.52	0.451	5620
floorplan	1.06	-	5.81	0.408	5280
worst max-delay path, delay by kind of cell:
kind,cells,cell delay [ns]
AND/OR/NAND/NOR,1,0.24
buffers and inverters,3,0.96
AND-OR/OR-AND,4,0.73
power breakdown:
group          switching (mW)  total, mW  internal, mW
Sequential             0.0807      0.554         0.473
Clock                   0.155      0.258         0.103
Combinational           0.357      0.600         0.243
routing by layer:
| layer | vias to the layer above | global-route usage, % |
|---|---|---|
| met5 | - | 0 |
| met4 | 0 | 1.84 |
| met3 | 16 | 2.74 |
| met2 | 100 | 36.2 |
| met1 | 2007 | 35.3 |
| li1 | 2125 | - |
Power and IR drop assume default switching activity.
